===== flow/design.v =====
module IW_decoder(I, state, status, cw_IW, K);
    input [31:0] I;
    input [1:0] state;
    input [4:0] status;
    wire [8:0] op;
    wire [1:0] sh_16;
    wire [15:0] immediate;
    wire [4:0] Rd;
    assign {op, sh_16, immediate, Rd} = I;
    output [32:0] cw_IW;
    output [63:0] K;
    wire [32:0] cw_MOVK, cw_MOVZ;
    wire [63:0] K_MOVK, K_MOVZ;
    IW_decoder_MOVK IW_decoder_MOVK_inst (I, state, status, cw_MOVK, K_MOVK);
    IW_decoder_MOVZ IW_decoder_MOVZ_inst (I, state, status, cw_MOVZ, K_MOVZ);
    assign {K, cw_IW} = op[6] ? {K_MOVK, cw_MOVK} : {K_MOVZ, cw_MOVZ};
endmodule
module IW_decoder_MOVK (I, state, status, cw_IW, K);
    input [31:0] I;
    input [1:0] state;
    input [4:0] status;
    wire [8:0] op;
    wire [1:0] sh_16;
    wire [15:0] immediate;
    wire [4:0] Rd;
    assign {op, sh_16, immediate, Rd} = I;
    output [32:0] cw_IW;
    wire zf_immediate = ( sh_16[1] == 1'b1 ? ( sh_16[0] == 1'b1 ? ({immediate,16'hffff,16'hffff,16'hffff}) : ({16'hffff, immediate,16'hffff, 16'hffff}) ) : ( sh_16[0] == 1'b1 ? ({16'hffff, 16'hffff, immediate, 16'hffff}) : ({16'hffff, 16'hffff, 16'hffff, immediate}) ) );
    wire [63:0] bit_mask = ( sh_16[1] == 1'b1 ? ( sh_16[0] == 1'b1 ? ({16'h0000,16'hffff, 16'hffff, 16'hffff}) : ({16'hffff, 16'h0000, 16'hffff, 16'hffff}) ) : ( sh_16[0] == 1'b1 ? ({16'hffff, 16'hffff, 16'h0000, 16'hffff}) : ({16'hffff, 16'hffff, 16'hffff, 16'h0000}) ) );
    output [63:0] K;
    assign K = (state == 2'b00) ? bit_mask : zf_immediate;
    wire alu_en = 1'b1;  
    wire alu_bs = 1'b1;  
    wire [4:0] alu_fs = (state == 2'b00) ? 5'b000_00 : 5'b001_00;  
    wire rf_b_en = 1'b0;  
    wire [4:0] rf_sa = Rd;  
    wire [4:0] rf_sb = 5'd31;  
    wire [4:0] rf_da = Rd;
    wire rf_w = 1'b1;
    wire ram_en = 1'b0;  
    wire ram_w = 1'b0;  
    wire pc_en = 1'b0;
    wire [1:0] pc_fs = state == 2'b00 ? 2'b00 : 2'b01;  
    wire pc_is = 64'd0;  
    wire status_ld = 1'b0;  
    wire [1:0] next_state = (state == 2'b00) ? 2'b01 : 2'b00;
    assign cw_IW = {alu_en, alu_bs, alu_fs, rf_b_en, rf_sa, rf_sb, rf_da, rf_w, ram_en, ram_w, pc_en, pc_fs, pc_is, status_ld, next_state};
endmodule
module IW_decoder_MOVZ (I, state, status, cw_IW, k);
    input [31:0] I;
    input [1:0] state;
    input [4:0] status;
    wire [8:0] op;
    wire [1:0] sh_16;
    wire [15:0] immediate;
    wire [4:0] Rd;
    assign {op, sh_16, immediate, Rd} = I;
    output [32:0] cw_IW;
    output [63:0] k;
    assign k =( sh_16[1] == 1'b1 ? ( sh_16[0] == 1'b1 ? ({immediate,48'b0}) : ({16'b0, immediate,32'b0}) ) : ( sh_16[0] == 1'b1 ? ({48'b0, immediate, 16'b0}) : ({48'b0, immediate}) ) );
    wire alu_en = 1'b1;  
    wire alu_bs = 1'b1;  
    wire [4:0] alu_fs = 5'b001_00;  
    wire rf_b_en = 1'b0;  
    wire [4:0] rf_sa = 5'd31;  
    wire [4:0] rf_sb = 5'b11111;  
    wire [4:0] rf_da = Rd;
    wire rf_w = 1'b1;
    wire ram_en = 1'b0;  
    wire ram_w = 1'b0;  
    wire pc_en = 1'b0;  
    wire [1:0] pc_fs = 2'b01;  
    wire pc_is = 1'b0;  
    wire status_ld = 1'b0;  
    wire [1:0] next_state = 2'b0;
    assign cw_IW = {alu_en, alu_bs, alu_fs, rf_b_en, rf_sa, rf_sb, rf_da, rf_w, ram_en, ram_w, pc_en, pc_fs, pc_is, status_ld, next_state};
endmodule

===== flow/run.sh =====
#!/bin/bash
# OpenROAD 26Q1-2900-gdf79404cd8, Yosys 0.63+post, stock flow scripts
make -C /OpenROAD-flow-scripts/flow DESIGN_CONFIG=/design/flow/config.mk WORK_HOME=/design/flow/orfs finish

===== flow/config.mk =====
export PLATFORM = sky130hd
export DESIGN_NAME = IW_decoder
export DESIGN_NICKNAME = IW_decoder
export VERILOG_FILES = /design/flow/design.v
export SDC_FILE = /design/flow/constraint.sdc
export NUM_CORES = 4
export LEC_CHECK = 1
export CORE_AREA = 10 10 74 74
export DIE_AREA = 0 0 84 84

===== flow/constraint.sdc =====
current_design IW_decoder

set clk_period 3.7
set clk_io_pct 0.2

create_clock -name clk0 -period $clk_period

set non_clock_inputs [all_inputs -no_clocks]
set_input_delay [expr $clk_period * $clk_io_pct] -clock clk0 $non_clock_inputs
set_output_delay [expr $clk_period * $clk_io_pct] -clock clk0 [all_outputs]

==> run_results.csv <==
group,metric,value,unit
die,die_width,84,µm
setup_path,required,2960,ps
setup_path,worst-setup-path-type,"in2out",
setup_path,cp_top_family,"buffers and inverters",
global_route,grt_pass1_wl,6948,µm
power,p_int,0.1413,mW
die,dieHeight,84,µm
drt,drtIter0Drc,24,
setup_path,cp.buffers_inverters,3,
drt,finalWirelength,4536,µm
power,p_per_area,100.1,mW/mm²
placement,port_buffers,103,
timing,period_used_share,89.72,%
finish,drive_above_1_share,6.667,%
drt,num_antenna_cells,0,
hold_path,holdCritPathClass,"in2out",
timing,max_freq,301.2,MHz
finish,seq_cells,0,
setup_path,arrival,2580,ps
die,fp_util,28.61,%
logic_synthesis,yosysWarnings,0,
drt,first_pass_iters,4,
finish,area_delta_synth_final,82.82,%
drt,detail-route-antenna-nets,0,
power,comb_power_share,100.0,%
global_route,grt_max_degree,68,
logic_synthesis,syn_avg_cell_area,8.354,µm²
finish,final_core_util,52.30,%
finish,fin_area,0.002077,mm²
setup_path,cp-start-kind,"input pin",
setup_path,cp_slowest_stage_delay,510,ps
clock_network,cts_resized,0,
setup_path,cp_max_fo,67,
finish,clkbuf_count,0,
power,vdd_drop_max,0.00004337,V
die,die-area,0.007056,mm²
placement,gp_congestion,0.7431,
finish,regArea,0,µm²
power,leakagePower,0.8430,nW
clock_network,cts-hold-fix-buffers,0,
die,num_rows,23,
drt,vias,1173,
global_route,antenna_found_initial,0,
global_route,track_usage,11.61,%
finish,lay_top_cells,"clkdlybuf4s50_1, mux2i_1, nand2b_1, conb_1, buf_4",
timing,rsz0062_at_grt,"false",
finish,layout.cells.most_common,"clkdlybuf4s50_1",
drt,routedWlPerCell,16.49,µm
power,switching_share,32.06,%
timing,setup_tns,0,ps
setup_path,worstPathCellList,"clkdlybuf4s50_1 -> or3b_2 -> buf_12 -> mux2i_1 -> clkdlybuf4s50_1",
logic_synthesis,syn_inst,136,
setup_path,endpoint_kind,"output pin",
clock_network,postCtsSetupBuffers,0,
power,p_seq_share,0,%
timing,setup_violations,0,
logic_synthesis,syn_area,0.001136,mm²
global_route,grt_pass1_vias,1235,
placement,dpl_cell_area,0.002077,mm²
power,power.share.clock,0,%
logic_synthesis,yosysChipArea,0.001136,mm²
timing,min_period,3320,ps
setup_path,cp.depth,5,
die,core,0.003971,mm²
die,num_io_pins,136,
setup_path,crit_path_top_delay_cell,"clkdlybuf4s50_1",
power,switchingPower,0.06668,mW
placement,dp.cells,275,
setup_path,cp-startpoint,"I[29]",
placement,dpl.hpwl,3721,µm
status,outcome,"finished clean",
logic_synthesis,synth-seq-area-share,0,%
timing,drv_slew,0,
setup_path,crit_end,"K[63]",
logic_synthesis,yosys-stat-cells,136,
logic_synthesis,synth.distinct_cells,14,
drt,route.detailed.drc,0,
flow_run,maxCapViolCount,0,
setup_path,cp_common_cell,"clkdlybuf4s50_1",
timing,hold_violations,0,
finish,final_cells,275,
flow_run,warnings,45,
drt,vias_per_cell,4.265,
global_route,grt-ovfl-total,0,
==> cell usage after synthesis, drive strengths merged <==
library cell	number	area share (%)
buf	39	27
nor2	1	0.55
or3b	1	0.77
clkbuf	3	0.99
o21a	1	0.66
and2	1	0.55
nor2b	2	1.1
mux2i	63	56
a31o	1	0.77
nand2b	21	12
inv	1	0.33
conb	2	0.66
==> cell families after synthesis <==
group | Yosys count | share of synthesized area [%]
compound gates | 2 | 1.432
buf+inv | 43 | 27.86
mux | 63 | 55.51
other cells | 2 | 0.6610
simple gates | 26 | 14.54
==> worst min path at each step <==
stage,from,end,slack [ps],depth (start not counted)
after CTS,I[2],cw_IW[12],2310,2
after global routing,I[1],cw_IW[11],2330,2
final,I[2],cw_IW[12],2300,2
==> area by class of cell <==
class	count	area [µm²]
fill	356	1894
inverter	1	3.754
multi-input combinational	111	892.1
tap	50	62.56
timing repair buffer	113	1119
==> stage by stage <==
step	worst slack [ps]	power, mW	hold WS (ps)
2_1_floorplan	1464	0.09010	1533
3_3_place_gp	390.2	0.2120	2307
3_5_place_dp	378.0	0.2122	2307
4_1_cts	367.2	0.2138	2307
5_1_grt	297.2	0.2268	2328
6_report	380.4	0.2080	2298
==> power groups by stage <==
stage,clock [mW],sequential (mW),combinational [mW]
global route,0,0,0.227
finish,0,0,0.208
CTS,0,0,0.214
==> routing by layer <==
| layer | part of all wire (%) | GRT usage [%] | vias to the layer above | wire (µm) |
|---|---|---|---|---|
| li1 | - | - | 595 | - |
| met1 | 41 | 13.32 | 519 | 1880 |
| met2 | 50 | 21.39 | 59 | 2282 |
| met3 | 8.2 | 3.839 | 0 | 373 |
| met4 | 0 | 0 | 0 | 0 |
| met5 | 0 | 0 | - | 0 |
No activity file was given, so power comes from the tool's default toggle rates.
